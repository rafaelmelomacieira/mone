### flow/run.sh
#!/bin/bash
# OpenROAD 26Q1-2900-gdf79404cd8, Yosys 0.63+post, stock flow scripts
make -C /OpenROAD-flow-scripts/flow DESIGN_CONFIG=/design/flow/config.mk WORK_HOME=/design/flow/orfs finish
### flow/config.mk
export PLATFORM = sky130hd
export DESIGN_NAME = DE10_Nano_golden_top
export DESIGN_NICKNAME = DE10_Nano_golden_top
export VERILOG_FILES = /design/flow/design.v
export SDC_FILE = /design/flow/constraint.sdc
export NUM_CORES = 4
export LEC_CHECK = 1
export CORE_AREA = 10 10 85 85
export DIE_AREA = 0 0 95 95
export SYNTH_HDL_FRONTEND = slang
### flow/design.v
module DE10_Nano_golden_top(
      input              FPGA_CLK1_50,
      input              FPGA_CLK2_50,
      input              FPGA_CLK3_50,
      inout       [35:0] GPIO_0,
      inout       [35:0] GPIO_1,
      input       [1:0]  KEY,
      output      [7:0]  LED,
      input       [3:0]  SW
);
wire us_clk, std_clk;
assign GPIO_1[1] = std_clk;
assign GPIO_1[3] = std_clk;
assign GPIO_1[2] = GPIO_1[0];
assign LED[7] = GPIO_1[5];
assign LED[0] = GPIO_1[4];
assign LED[3] = GPIO_1[0];
assign LED[4] = GPIO_1[0];
mic_pll pll_0 (
					.s_clk(FPGA_CLK1_50),  
					.n_rst(KEY[1]),  
					.us_clk(us_clk),  
					.std_clk(std_clk)  
					);
mic_codec codec_0 (
					  .s_clk(FPGA_CLK1_50),
					  .n_rst(KEY[1]),
					  .mic_clk(std_clk),
					  .mic_data(GPIO_1[0]),
					  .left_mic_data(GPIO_1[5]),
					  .right_mic_data(GPIO_1[4]));
endmodule
module mic_codec(input s_clk, input n_rst, input mic_clk,
		input mic_data, output logic left_mic_data,
		output logic right_mic_data);
logic [4:0] counter;
logic last_m_clk;
localparam DELAY = 5'd2;
always_ff @ (negedge n_rst or posedge s_clk) begin
	if (!n_rst) begin
		left_mic_data <= 1'b0;
		right_mic_data <= 1'b0;
		counter <= 5'd0;
		last_m_clk <= 1'b0;
	end else begin
		if (mic_clk ^~ last_m_clk) begin
			left_mic_data <= left_mic_data;
			right_mic_data <= right_mic_data;
			counter <= 5'd0;
			last_m_clk <= last_m_clk;
		end else begin
			if (counter >= DELAY) begin
				left_mic_data <= mic_clk ? mic_data : left_mic_data;
				right_mic_data <= !mic_clk ? mic_data : right_mic_data;
				counter <= 5'd0;
				last_m_clk <= ~last_m_clk;
			end else begin
				left_mic_data <= left_mic_data;
				right_mic_data <= right_mic_data;
				counter <= counter + 5'd1;
				last_m_clk <= last_m_clk;
			end			
		end
	end
end
endmodule
module mic_pll (s_clk, n_rst, us_clk, std_clk);
parameter US_RATIO = 6;
parameter STD_RATIO = 1;
input  s_clk;     
input  n_rst;     
output logic us_clk;
output logic std_clk;
logic [3:0]  counter_us; 
logic [10:0] counter_std;
always_ff @ (negedge n_rst or posedge s_clk) begin
    if (!n_rst) begin
        counter_us <= 4'b0;
        us_clk <= 1'b0;
    end else begin
        if (counter_us == US_RATIO - 1) begin
                counter_us <= 4'b0;
                us_clk <= ~us_clk; 
        end else begin
                counter_us <= counter_us + 4'b1;
        end
    end
end
always_ff @ (negedge n_rst or posedge us_clk) begin
    if (!n_rst) begin
        counter_std <= 4'b0;
        std_clk <= 1'b0;
    end else begin
        if (counter_std == STD_RATIO - 1) begin
                counter_std <= 4'b0;
                std_clk <= ~std_clk; 
        end else begin
                counter_std <= counter_std + 4'b1;
        end
    end
end
endmodule
### flow/constraint.sdc
current_design DE10_Nano_golden_top

set clk_period 2.2
set clk_io_pct 0.2

create_clock -name clk0 -period $clk_period [get_ports {FPGA_CLK1_50}]

set non_clock_inputs [all_inputs -no_clocks]
set_input_delay [expr $clk_period * $clk_io_pct] -clock clk0 $non_clock_inputs
set_output_delay [expr $clk_period * $clk_io_pct] -clock clk0 [all_outputs]
==> impl_metrics.json <==
{
  "die_h_um": 95,
  "yosys.area.top_type": "dfrtp_1",
  "yosysSeqAreaShare_pct": 53.8,
  "io_pins": 89,
  "status": "did not finish",
  "ctsResizeCount": 0,
  "postCtsSetupBuffers": 0,
  "numSynthFlops": 25,
  "tool.error": "[error] [KeplerFormal.cpp:679] Workflow failed: Iso has multiple drivers: .GPIO_14, GPIO_1[4]$_DFFE_PN0P_.Q0",
  "fp_util_pct": 21.2,
  "cts-root-buf": "clkbuf_8",
  "unclocked_pins": 12,
  "core.rowCount": 27,
  "die_w_um": 95,
  "synth-main-ff-cell": "dfrtp_1",
  "h-tree-depth": 1,
  "placed_area_um2": 1250,
  "ys_async_sr_fraction_pct": 100,
  "failed_stage": "4_1_cts",
  "synth-area-yosys_um2": 1160,
  "hpwl_um": 1190,
  "top_cells_by_count": "dfrtp_1, xnor2_1, buf_4, inv_1",
  "syn_avg_cell_area_um2": 11.5,
  "routabilityCongestion": 0.777,
  "yosys_warnings": 4,
  "top_area_share_pct": 53.8,
  "ys_types": 26,
  "postCtsHoldBufs": 0,
  "area_leaders": "dfrtp_1, xnor2_1, buf_4",
  "clk_path_buf_depth": 2,
  "edf_count": 0,
  "yosys-stat-cells": 101,
  "cts_buffers": 3,
  "untimed_endpoints": 80,
  "syn_inst": 101,
  "synth_top_cell_by_count": "dfrtp_1",
  "port_buffers": 5,
  "syn_area_um2": 1160
}
==> logic make-up after synthesis <==
| group | count (synthesis) | synth area share, % |
|---|---|---|
| flops | 25 | 53.8 |
| other cells | 1 | 0.323 |
| compound gates | 7 | 3.34 |
| buf+inv | 17 | 8.72 |
| xor+xnor | 12 | 9.04 |
| fa+ha+maj | 4 | 4.31 |
| simple gates | 31 | 16.6 |
| mux | 4 | 3.87 |
==> through the flow <==
stage                     setup slack (ns)  hold slack, ns  total power, mW  instances  util, %
after floorplan                      0.575           0.144            0.293        106        -
after global placement               0.490           0.451            0.309        174     22.9
after detailed placement             0.485           0.468            0.309        174     22.9
No activity file was given, so power comes from the tool's default toggle rates.
