==> flow/design.v <==
module blink_led(input n_rst,
	   	input clk,
		output logic led_status);
logic [31:0] counter;
always_ff @ (negedge n_rst or posedge clk)
begin
	if (!n_rst) begin
		led_status <= 1'b0;
		counter <= 32'd0;
	end else begin
		if (counter >= 32'd50000000) begin
			led_status <= !led_status;
			counter <= 32'd0;
		end else begin
			led_status <= led_status;
			counter <= counter + 32'd1;
		end
	end
end
endmodule
==> flow/run.sh <==
#!/bin/bash
# OpenROAD 26Q1-2900-gdf79404cd8, Yosys 0.63+post, stock flow scripts
make -C /OpenROAD-flow-scripts/flow DESIGN_CONFIG=/design/flow/config.mk WORK_HOME=/design/flow/orfs finish
==> flow/config.mk <==
export PLATFORM = sky130hd
export DESIGN_NAME = blink_led
export DESIGN_NICKNAME = blink_led
export VERILOG_FILES = /design/flow/design.v
export SDC_FILE = /design/flow/constraint.sdc
export NUM_CORES = 4
export LEC_CHECK = 1
export CORE_AREA = 10 10 109 109
export DIE_AREA = 0 0 119 119
export SYNTH_HDL_FRONTEND = slang
==> flow/constraint.sdc <==
current_design blink_led

set clk_period 4.8
set clk_io_pct 0.2

create_clock -name clk0 -period $clk_period [get_ports {clk}]

set non_clock_inputs [all_inputs -no_clocks]
set_input_delay [expr $clk_period * $clk_io_pct] -clock clk0 $non_clock_inputs
set_output_delay [expr $clk_period * $clk_io_pct] -clock clk0 [all_outputs]
==> run notes <==
run results: status=finished, final reports clean, # Cells Yosys=around 160, CTS HTree Levels=2, vias per cell=about 3.8, Core Util at FP=0.165, worst r2r dst=counter[22], maximum operating frequency=approximately 470 MHz, worst vdd ir=around 0.00012 V, fillcell total=around 1100, post-route ant nets=0, Antenna Cells=0, Rows=36, count of cell types in the netlist=34, slowest stage delay, CP=between 0.5 and 0.6 ns, Max Cap Violations=0, DR pass1 iterations=4, WP buf/inv=0, root buf cell=clkbuf_8, Tightest Pin Transition=between 0.5 and 0.6 ns, # DRC=0, Setup TNS=0 ns, Ports=3, Mapped Cells=159, Synth flops=33, Setup Crit Path Kind=reg -> reg, top logic cells by instance count in the layout=dfrtp_1, nor2_1, nand2_1, a21oi_1, nand3_1, Static Leak=roughly 0.67 nW, setup ws final=around 2.7 ns, Avg Inst Size Synth=9.98 sq um, crit share post-route=0.447, tool warning count=27, RePlAce Congestion=0.802, CTS clk-pin slew, worst paths=0.07 ns, routed vias=between 1000 and 1500, Setup crit end kind=flip-flop, Iteration-0 DRC Markers=between 80 and 90, cts repair resizes=0, hold buffer count at CTS=0, Worst Hold End=led_status, worst path cell trace=ha_1, nand4_1, or4_1, or4_1, a21oi_1, Final min period=2.15 ns, PortBufs=2, Critical Path Slowest Stage Cell=or4_1, initial antenna violation count=0, RSZ-0062 raised after global routing=false, share of post-route cells with drive strength above 1=0.0702, WHS Path Cells=1, Worst R2R Setup Slack=~2.7 ns, Hold Crit Start=led_status, synthesized area=about 1600 sq um, Min Hold Slack=0.472 ns, worst-path fanout max=10, first-pass GRT wire length=between 5000 and 6000 um, synthesis warning total=0, post-route insts no fill=around 300, worst hold path type=reg -> reg, post-CTS setup repair buffer count=0, final setup vio count=0, YS chip area=between 1500 and 2000 sq um, crit-path leading delay family=simple AND/OR/NAND/NOR gates, CP most frequent cell=or4_1, Total Power=around 0.58 mW, pins over their slew limit=0, CP required=5.01 ns, TritonCTS clock tree=built, most numerous logic cell after layout=dfrtp_1, RR Startpoint=counter[0], dpl ws=~2.7 ns, die width=119 um, Final Skew=0.00483 ns, clock tree buffer depth=2, slew margin rel.=0.651, GR Util All Layers=0.0440, Layout Area Growth over Synthesis=19.2%, clk sinks=33, chip footprint=~14000 sq um, CTS buffer count=5, largest net degree at the start of global routing=34, vias in the first global route=roughly 1100, die height=119 um, Post-Route WL=approximately 3000 um, core area=between 9000 and 10000 sq um, Worst Setup Start Kind=flip-flop, WL/cell=between 9 and 10 um, Reg2Reg Depth=5, CP arrival=~2.4 ns, clk ins delay skew pair=around 0.28 ns, DP Cell Count=a little under 300, final hold violation count=0, Seq share, synth=0.521, Pwr per Cell Area=307 nW/um^2, post-DP HPWL=roughly 1900 um, gr ovfl total=0
worst max-delay path by stage:
| stage | to | slack (ns) | from | depth (start not counted) |
|---|---|---|---|---|
| final | counter[22] | 2.65 | counter[0] | 5 |
| after global routing | counter[22] | 2.45 | counter[0] | 5 |
| after CTS | counter[22] | 2.64 | counter[0] | 5 |
through the flow:
step	utilization	instance area, sq um
after floorplan	-	1610
after global placement	0.184	1770
after detailed placement	0.184	1770
after CTS	0.196	1890
after global routing	0.196	1890
final	0.196	1890
logic make-up after synthesis:
kind of cell | synth area share
compound gates | 0.0923
xor+xnor | 0.0718
buf+inv | 0.0339
simple gates | 0.263
flops | 0.521
other cells | 0.00236
fa+ha+maj | 0.0158
worst reg2reg max path: stages (launching register included):
cell     delay (ns)
dfrtp_1        0.42
ha_1           0.24
nand4_1        0.18
or4_1          0.58
or4_1          0.52
a21oi_1        0.15
flip-flops by register name, indices dropped and copies added, names as in the netlist:
| register | flops |
|---|---|
| counter | 32 |
| led_status | 1 |
layer usage:
metal / wire (um) / GRT usage / vias up / share of wire
li1: - / - / 588 / -
met5: 0 / 0 / - / 0
met1: 1560 / 0.0693 / 546 / 0.53
met4: 54 / 0.00992 / 0 / 0.018
met2: 1190 / 0.0581 / 15 / 0.41
met3: 114 / 0.0115 / 5 / 0.039
cell usage after synthesis (all sizes together):
master | n | area share
dfrtp | 33 | 0.52
nor2 | 16 | 0.038
a21oi | 11 | 0.035
nand2 | 11 | 0.026
nand3 | 10 | 0.032
o21ai | 9 | 0.028
xnor2 | 8 | 0.044
or3 | 7 | 0.028
inv | 5 | 0.012
nand4 | 5 | 0.029
or4 | 5 | 0.024
xor2 | 5 | 0.028
nor3 | 4 | 0.013
nor4 | 4 | 0.016
and3 | 3 | 0.012
and4 | 3 | 0.017
buf | 3 | 0.017
clkbuf | 2 | 0.0047
ha | 2 | 0.016
nand4b | 2 | 0.011
a2111oi | 1 | 0.0055
a211o | 1 | 0.0055
a22oi | 1 | 0.0047
a31oi | 1 | 0.0039
and2 | 1 | 0.0039
conb | 1 | 0.0024
nand3b | 1 | 0.0047
nor2b | 1 | 0.0039
nor4bb | 1 | 0.0063
o211ai | 1 | 0.0047
o31ai | 1 | 0.0047
power by group:
group          leakage, nW  internal (mW)  switching (mW)  total [mW]
sequential           0.445          0.285         0.00386       0.289
clock               0.0574          0.169           0.103       0.272
combinational        0.164         0.0106         0.00868      0.0193
total                0.666          0.464           0.116       0.580
final cells by class:
type | count | area, sq um | area share
Timing Repair Buffer | 4 | 35.0 | 0.0185
Clock inverter | 2 | 37.5 | 0.0198
Multi-Input combinational cell | 121 | 726 | 0.384
Clock buffer | 6 | 82.6 | 0.0437
Sequential cell | 33 | 826 | 0.437
Inverter | 5 | 18.8 | 0.00992
Tap cell | 133 | 166 | 0.0880
Power figures rest on the tool's default switching activity, not on a simulated workload.
